## flow/run.sh

```bash
#!/bin/bash
# OpenROAD 26Q1-2900-gdf79404cd8, Yosys 0.63+post, stock flow scripts
make -C /OpenROAD-flow-scripts/flow DESIGN_CONFIG=/design/flow/config.mk WORK_HOME=/design/flow/orfs finish
```

## flow/config.mk

```make
export PLATFORM = sky130hd
export DESIGN_NAME = FMeasureTop
export DESIGN_NICKNAME = FMeasureTop
export VERILOG_FILES = /design/flow/design.v
export SDC_FILE = /design/flow/constraint.sdc
export NUM_CORES = 4
export LEC_CHECK = 1
export CORE_UTILIZATION = 50
```

## flow/constraint.sdc

```tcl
current_design FMeasureTop

set clk_period 5.3
set clk_io_pct 0.2

create_clock -name clk0 -period $clk_period [get_ports {clk}]
create_clock -name clk1 -period $clk_period [get_ports {wave}]

set non_clock_inputs [all_inputs -no_clocks]
set_input_delay [expr $clk_period * $clk_io_pct] -clock clk0 $non_clock_inputs
set_output_delay [expr $clk_period * $clk_io_pct] -clock clk0 [all_outputs]
```

## flow/design.v

```verilog
module FMeasure (
    input  clk, rst_n,
    input  wave,         
    output safe,
    output int a, b
);
    bit clk_2s, counter_en;
    bit a_busy, b_busy;
    always_comb safe = !(a_busy ^ b_busy);
    int sec;
    always_ff @(posedge clk or negedge rst_n) begin
        if (!rst_n) begin
            sec <= 0;
            clk_2s <= 0;
        end
        else begin
            if (sec == (100_000_000 - 1)) begin
                sec <= 0;
                clk_2s <= ~clk_2s;
            end else sec <= sec + 1;
        end
    end
    always_ff @(posedge wave or negedge rst_n) begin
        if (!rst_n) counter_en <= 0;
        else begin
            if (clk_2s) counter_en <= 1;
            else counter_en <= 0;
        end
    end
    int counter_clk;
    always_ff @(posedge clk or negedge rst_n) begin
        if (!rst_n) begin
            counter_clk <= 0;
            a <= 0;
            a_busy <= 0;
        end
        else begin
            if (counter_en) begin
                counter_clk <= counter_clk + 1;
                a_busy <= 1;
            end
            else if (counter_clk != 0) begin
                    a <= counter_clk;
                    counter_clk <= 0;
                    a_busy <= 0;
            end
        end
    end
    int counter_wave;
    always_ff @(posedge wave or negedge rst_n) begin
        if (!rst_n) begin
            counter_wave <= 0;
            b <= 0;
            b_busy <= 0;
        end
        else begin
            if (counter_en) begin
                counter_wave <= counter_wave +1;
                b_busy <= 1;
            end
            else if (counter_wave != 0) begin
                b <= counter_wave;
                counter_wave <= 0;
                b_busy <= 0;
            end
        end
    end
endmodule
module FMeasureTop (
    input  clk, rst_n,
    input  wave,
    input  start,
    output busy,
    output int ca, cb
);
    typedef enum bit[1:0] {
        Ready   = 2'b01,
        Store   = 2'b10
    } state_t;
    state_t state;
    wire safe;
    int a, b;
    FMeasure worker(.*);
    always_ff @(posedge clk or negedge rst_n) begin
        if (~rst_n) begin
            state <= Ready;
            ca <= 0;
            cb <= 0;
        end
        else case(state)
            Ready:
                if (start) state <= Store;
            Store:
                if (safe) begin
                    ca <= a;
                    cb <= b;
                    state <= Ready;
                end
            default: state <= Ready;
        endcase
    end
    always_comb busy = (state != Ready);
endmodule
```

==> results.toml <==
# generated from flow reports
[outcome]
run_status = "finished, final reports clean"

[clock_network]
tritoncts_num_sinks = 230
cts-resized-gates = 0
tritoncts = "yes"
ctsHoldBuffers = 0
cts.reportedPaths.clkPinSlew_ps = 70
post_cts.repair.setup_buffers = 0

[die]
rows = 50
die_y_um = 141.7
die.size.x_um = 141.7
placeableCoreArea_sq_um = 18890
floorplan.initialDensity = 0.5166
io-pin-count = 69
chipArea_sq_um = 20080

[yosys]
syn-mean-instance-area_sq_um = 12.29
ys_seq_frac = 0.5899
synthDistinctLibCells = 55
postSynthRegisterBits = 230
ys_chip_area_sq_um = 9759
syn-cell-area_sq_um = 9759
synth_top_flop_cell = "dfrtp_1"
synth.yosys.warnings = 4
yosys-dominant-comb-family = "simple AND/OR/NAND/NOR gates"
synth.cellmix.simpleShare = 0.1492
synth_adder_area_share = 0.006410
enable_flop_cells = 0
postSynth.asyncResetShare = 1.000
netlist_instances = 794
aoi_share = 0.06128
ys_sh_xor = 0.03321
mux_share = 0.1383
synth-cells-yosys = 794

[final_timing]
timing.final.setup_violations = 0
fin_tns_setup_ps = 0
unrepaired_setup_endpoints_after_global_routing = "no"
max_slew_margin = 0.5145
hold_violations = 0
timing.final.max_slew_violations = 0
finalClockSkew_ps = 9.716
max_slew.worst_pin.slew_ps = 728.3

[place]
hpwl_reported_at_the_end_of_detailed_placement_um = 11580
gpl.final_weighted_congestion = 0.8494
dp_cells = 1099
number_of_port_buffers = 67

[hold_path]
timing.hold.worst_endpoint = "cb[16]"
min_delay_path_depth = 1
min_path_type = "reg2reg"
holdCritStartpoint = "worker.b[16]"

[worst_setup_path]
timing.critical_path.arrival_ps = 2930
r2r-end = "worker.b[28]"
worst-endpoint-required_ps = 5510
cpPeakStageDelay_ps = 540
crit_chain = "inv_1, ha_1, nor4b_1, nand4_1, o21bai_4, buf_4, mux2_2"
start_kind = "register"
cp_slowest_cell = "o21bai_4"
criticalPathCategory = "reg2reg"
worst_r2r_src = "worker.counter_wave[0]"
timing.critical_path.to_type = "register"
rr_worst_depth = 7
worst-path-max-fanout = 40
worst_reg2reg_setup_slack_ps = 2580

[global_route]
grt_start_max_net_pins = 95
grt_util_all_layers = 0.2071
first_pass_grt_wire_length_um = 32050
number_of_global_route_vias_before_repair = 6385
grt.overflow.total = 0
grt_antenna_before_repair = 0

[detailed_routing]
drc_errors = 0
final_antenna_net_count = 0
vias = 6353
detail_route.wl_per_cell_um = 15.92
pre_antenna_drt_iters = 5
route.detailed.vias_per_inst = 5.548
antennaDiodeCount = 0
wirelength_um = 18230
violation_count_after_the_first_detailed_route_iteration = 370

[pwr]
total_leakage_power_nw = 5.390
p_per_area_nw_per_um2 = 313.0
netSwitchingFraction = 0.2180
pwr-share-seq = 0.487
vdd.ir_drop.worst_v = 0.0002344
power.share.combinational = 0.019
power_switching_mw = 0.7871
cellInternalPower_mw = 2.823
power_frac_clock = 0.494

[finish]
share_of_final_layout_standard_cells_stronger_than_drive_strength_1 = 0.2136
number_of_standard_cells_in_the_layout_taps_in_and_fillers_out = 1145
areaGrowthSynthToFinish_pct = 18.19

[run]
cap_viol_max_count = 0
warning_count = 28
==> critical path: cells and delay by family (launching register included) <==
family	cells	cell delay (ps)
buf+inv	2	610
compound gates	1	540
simple gates	2	490
flops	1	400
mux	1	390
fa+ha+maj	1	150
==> placed cells by master, fill, tap and decap left out, types with 3 or more instances in the layout <==
master,n
a21oi_1,3
and4_1,5
buf_4,6
a21o_1,3
and2_1,13
dfrtp_1,229
or3_1,6
ha_1,5
inv_6,4
inv_1,15
o31ai_1,15
clkdlybuf4s50_1,66
o21ai_0,50
clkinv_4,3
nand2_1,54
nor4b_1,3
and3_1,6
nand4_1,27
mux2_2,118
inv_8,3
o211ai_1,14
clkbuf_16,26
xnor2_1,19
xor2_1,18
nor2_1,38
nor3_1,8
nor4_1,18
nand3_1,65
==> layer usage <==
layer  GRT usage  part of all wire  vias to the layer above
met4     0.02999             0.014                        0
li1            -                 -                     3025
met3     0.03953             0.039                       19
met2      0.3041              0.46                      117
met1      0.3482              0.49                     3192
met5           0                 0                        -
==> cell type report <==
cell class | instances | area, sq um
multi-input combinational | 521 | 3810
clock buffer | 30 | 685.7
tap | 260 | 325.3
inverter | 15 | 56.30
sequential | 230 | 5757
timing repair buffer | 73 | 720.7
fill | 1429 | 7358
clock inverter | 16 | 180.2
==> worst max-delay path by stage <==
stage,from,endpoint,cells after the start
final,worker.counter_wave[0],worker.b[28],7
after global routing,worker.counter_wave[0],worker.b[28],7
after CTS,worker.counter_wave[0],worker.b[28],7
==> flip-flops by register name, indices dropped and copies added, names as in the netlist <==
register and cells:
ca 32, cb 32, worker.a 32, worker.b 32, worker.counter_clk 32, worker.counter_wave 32, worker.sec 32, state 2
worker.a_busy 1, worker.b_busy 1, worker.clk_2s 1, worker.counter_en 1
==> cell usage after synthesis (8+ instances only) <==
master,instances,area (sq um)
nor4_1,18,112.6
o31ai_1,15,112.6
o21ai_0,50,250.2
xnor2_1,19,166.4
inv_1,15,56.30
xor2_1,18,157.7
mux2_2,118,1329
o211ai_1,14,105.1
nor2_1,38,142.6
buf_2,16,80.08
nor3_1,8,40.04
and2_1,13,81.33
nand4_1,27,168.9
nand2_1,54,202.7
dfrtp_1,229,5731
nand3_1,65,325.3
==> cell families after synthesis <==
group	Yosys count
multiplexers	120
XOR/XNOR	37
AND-OR/OR-AND	95
flip-flops	230
buffers and inverters	43
AND/OR/NAND/NOR	264
adder cells (fa/ha/maj)	5
==> power groups by stage <==
stage	logic, mW	clock network, mW	registers [mW]
4_1_cts	0.0719	1.83	1.76
5_1_grt	0.0781	1.91	1.76
6_report	0.0680	1.78	1.76
==> per-stage QoR <==
stage / setup slack (ps) / instance area (sq um) / hold slack (ps) / utilization / total power, mW
detailed placement: 2572 / 10670 / 393.1 / 0.5647 / 1.864
finish: 2581 / 11530 / 404.7 / 0.6105 / 3.611
global route: 2250 / 11530 / 417.1 / 0.6105 / 3.744
floorplan: 3406 / 9759 / 371.8 / - / 1.820
global placement: 2639 / 10670 / 394.8 / 0.5647 / 1.862
CTS: 2557 / 11530 / 398.6 / 0.6105 / 3.662
Power figures rest on the tool's default switching activity, not on a simulated workload.
