### design/flow/design.v
module Counter (
    input  clk, rst_n, wave,
    input  start,
    output busy,
    output int val
);
    enum {
        Ready    = 0,
        WaitLow  = 1,
        WaitHigh = 2,
        Count    = 3
    } state_index_t;
    bit [3:0] state;
    always_comb busy = ~state[Ready];
    always_ff @(posedge clk or negedge rst_n) begin
        if (~rst_n) begin
            state <= 4'b0001;
            val <= 0;
        end
        else case(1'b1)
            state[Ready]:
                if (start) begin
                    val <= 0;
                    state <= 4'b0010;
                end
            state[WaitLow]:
                if (~wave) state <= 4'b0100;
            state[WaitHigh]:
                if (wave) state <= 4'b1000;
            state[Count]: begin
                val <= val + 1;
                if (~wave) state <= Ready;
            end
            default: begin
                state <= 4'b0001;
            end
        endcase
    end
endmodule
### design/flow/run.sh
#!/bin/bash
# OpenROAD 26Q1-2900-gdf79404cd8, Yosys 0.63+post, stock flow scripts
make -C /OpenROAD-flow-scripts/flow DESIGN_CONFIG=/design/flow/config.mk WORK_HOME=/design/flow/orfs finish
### design/flow/config.mk
export PLATFORM = sky130hd
export DESIGN_NAME = Counter
export DESIGN_NICKNAME = Counter
export VERILOG_FILES = /design/flow/design.v
export SDC_FILE = /design/flow/constraint.sdc
export NUM_CORES = 4
export LEC_CHECK = 1
export CORE_UTILIZATION = 30
### design/flow/constraint.sdc
current_design Counter

set clk_period 3.5
set clk_io_pct 0.2

create_clock -name clk0 -period $clk_period [get_ports {clk}]

set non_clock_inputs [all_inputs -no_clocks]
set_input_delay [expr $clk_period * $clk_io_pct] -clock clk0 $non_clock_inputs
set_output_delay [expr $clk_period * $clk_io_pct] -clock clk0 [all_outputs]
==> summary.txt <==
Implementation results. Mapped cell area landed at roughly 0.0020 mm2. Count of mapped cells out of synthesis landed at around 220. Number of antenna repair diodes landed at 0. Initial DRC count landed at about 120. Count of flip-flops with a built-in enable after synthesis landed at 0. Post-synth the commonest register cell is dfrtp_1. Quantity of gates resized following cts landed at 0. TritonCTS built the clock tree. Highest net fanout along the worst path landed at 12.

Endpoints failing hold in the final report were tallied at 0. The post-route netlist has 6.827% of its cells at a drive strength greater than 1. In the synthesized netlist, mux cells make up about 3.5% of the area. The startpoint identified for the worst register-to-register timing path is state[0]. The first global-routing pass estimated slightly above 8000 um of wire. The startpoint identified for the worst hold timing path is state[3]. In the final run the clock tree shows a worst skew of ~0.0085 ns. Setup repair after global routing left no endpoint under its margin. Leakage power summed over all cells landed at approximately 1 nW. The number of antenna violations at the first check in global routing was 0. The worst setup path is of the in2reg kind. Proportion of netlist area held by the largest area contributor landed at 43.59%. Routed wire length landed at between 4000 and 5000 um. Sorting the synthesis cell report by count puts at the top dfrtp_1. On the reported timing paths, the clock transition at the registers reads around 0.080 ns. The first TritonRoute pass finished after 23 iterations. Sequential area share after synthesis landed at about 45%. Post-placement cell area landed at roughly 0.0024 mm2. Vertical die dimension landed at between 80 and 90 um. Cell count in the Yosys report landed at around 220.

Synthesized area per cell landed at 9.346 um2. Of the total synthesized cell area, the portion taken by AND-OR and OR-AND cells is between 10% and 20%. The flow ran to the end, and the final reports show no timing, DRC or antenna violations. Routed wirelength normalized by instance count landed at approximately 14 um. For the worst-skew pair, the clock arrives at the later sink with an insertion delay of roughly 0.29 ns. Xor/xnor share of the synthesized area landed at around 2.6%. Tightest hold margin landed at a little under 0.5 ns. Entering global routing, the biggest net connects 37 pins. Area share of fa/ha/maj cells after synthesis landed at 1.121%. Number of warnings in the stage logs landed at 25. Async set or reset register ratio after synthesis landed at 100.0%. Number of warnings issued by yosys landed at 2. The count of buffers added on input and output ports is 36. The worst setup path is captured at a flip-flop. Looking at the VDD voltage map, the peak drop is around 0.36 mV. Hold repair after CTS inserted 0 buffers.

Total power per unit cell area landed at 397.9 mW/mm2. Count of state elements after synthesis landed at 36. The script logs the ratio of routed vias to standard cells as 5.540. Highest achievable clock rate landed at between 300 and 400 MHz. Headroom to the max-slew limit came out at between 30% and 40%. Summing all non-filler instances in the final layout gives an area of between 0.002 and 0.003 mm2. The core region is 0.006422 mm2. Total setup buffers inserted after CTS landed at 0. Across all layers, the routed design uses 1806 vias. Looking at the clock tree report, the H-tree level count equals 2. Share of the cycle needed by the critical path after routing landed at slightly above 70%. The via count of the first global-routing pass is ~1600. At the pin with the least slew margin, the transition time is 0.9107 ns.

Count of boundary I/O pins landed at 37. The report counts max-capacitance violations totalling 0. In this run the worst hold path is classified as reg2reg.

Area share of and/or/nand/nor cells after synthesis landed at about 27%. By count the netlist is led by 35 x dfrtp_1, 20 x nand2_1, 18 x a21oi_1, 12 x nor2_1, 11 x nand3_1. Ranked by total cell area, the synthesized netlist is headed by dfrtp_1 44%, a21oi_1 4.5%, nand2_1 3.7%. Worst setup slack for register-to-register paths landed at 1.27 ns.

Buffers inserted during clock tree synthesis total 5. Global placer's final weighted congestion landed at 0.8016. Data arrival time of the worst path landed at 2.74 ns. Chip area line of the yosys report landed at about 0.0020 mm2. Of the combinational cells, the family taking the most area is simple AND/OR/NAND/NOR gates. Per the final report, max-transition violations number 0. Sum of negative setup slack landed at 0 ns. Per the GRT congestion report, total overflow comes to 0.

For this run, the final setup violation count is recorded as 0. The root buffer cell chosen for the clock tree is clkbuf_8. The largest total area in the synthesized netlist belongs to dfrtp_1. Number of standard-cell rows in the floorplan landed at 29. CTS reports a maximum clock tree buffer depth of 2. Measured along the x axis, the die boundary spans ~84 um. Share of the core filled with cells landed at 39.57%. The critical path endpoint has a required time of approximately 3.7 ns. Starting utilization of the core area landed at 31.29%.

Signed area change from the synthesized netlist to the final layout landed at 26.46%. Global-route usage over all layers landed at around 14%. The worst setup path is launched from an input port. Sum of net half-perimeters after detailed placement landed at 3242 um. The number of different library cells used by synthesis comes to 42. Per STA, the startpoint of the critical path is start.

Final critical path time including I/O delays and setup landed at approximately 2.5 ns. The clock drives 36 sinks. Count of antenna-violating nets left after detailed routing landed at 0.

Per the OpenROAD floorplan log, the area of the die is approximately 0.007 mm2. The DRC violation total left in the routed layout is recorded as 0.
cells in the final DEF (no fill, tap or decap), types with 2 or more instances in the layout:
master / n
o21a_1: 2
o41ai_1: 5
dfrtp_1: 35
xor2_1: 5
or3_1: 5
nor4_1: 7
inv_1: 7
buf_4: 4
and4_1: 3
a21oi_1: 18
o211ai_1: 2
or4b_1: 4
nand2_1: 20
o2111ai_1: 4
nand2b_1: 7
o21ai_0: 7
nand3_1: 11
and3_1: 5
mux2i_1: 6
or4_1: 6
nand4_1: 8
o31ai_1: 6
clkbuf_8: 5
clkdlybuf4s50_1: 36
nor2_1: 12
final cells by class:
class                   count  area, um2
multi-input cells         158       1018
well taps                  77      96.34
clock inverters             2      35.03
flip-flops and latches     36      902.1
clock buffers               6      72.57
fillers                   614       3881
inverters                   7      26.28
repair buffers             40      390.4
cell families after synthesis:
family | count (synthesis)
xor gates and xnor gates | 6
and+or+nand+nor | 94
adders and majority gates | 2
buffers and inverters | 21
AOI/OAI and AO/OA | 49
muxes | 7
DFF | 36
worst max-delay path: stages:
cell	delay, ns
clkdlybuf4s50_1	0.52
and2_1	0.45
o211ai_1	0.41
or4_1	0.51
a21oi_1	0.15
registers in the layout, indices dropped and copies added, names as in the netlist:
signal / count
state: 4
val: 32
routing by layer:
| metal | up-vias | share of wire (%) | GRT usage, % |
|---|---|---|---|
| li1 | 884 | - | - |
| met1 | 863 | 48 | 23.02 |
| met2 | 55 | 45 | 21.54 |
| met3 | 4 | 6.2 | 2.510 |
| met4 | 0 | 0.57 | 1.254 |
| met5 | - | 0 | 0 |
worst paths after layout:
kind / endpoint / depth (start not counted)
min in group asynchronous: val[25] / 2
worst min register to register: state[0] / 1
worst min-delay path: state[0] / 1
worst max register to register: val[11] / 4
max in group asynchronous: state[0] / 2
worst max-delay path: val[11] / 5
where the power goes:
part           switching [mW]  internal [mW]
combinational          0.0924         0.0656
clock                   0.151          0.211
sequential             0.0472          0.444
per-stage QoR:
step | std cells | total power [mW] | setup slack, ns
floorplan | 215 | 0.6001 | 1.605
global placement | 318 | 0.6575 | 0.7150
detailed placement | 318 | 0.6618 | 0.6889
CTS | 326 | 1.028 | 0.9810
global route | 326 | 1.063 | 0.7988
finish | 326 | 1.011 | 0.9692
No activity file was given, so power comes from the tool's default toggle rates.
