--- flow/run.sh ---
#!/bin/bash
# OpenROAD 26Q1-2900-gdf79404cd8, Yosys 0.63+post, stock flow scripts
make -C /OpenROAD-flow-scripts/flow DESIGN_CONFIG=/design/flow/config.mk WORK_HOME=/design/flow/orfs finish
--- flow/config.mk ---
export PLATFORM = sky130hd
export DESIGN_NAME = TxTop
export DESIGN_NICKNAME = TxTop
export VERILOG_FILES = /design/flow/design.v
export SDC_FILE = /design/flow/constraint.sdc
export NUM_CORES = 4
export LEC_CHECK = 1
export CORE_UTILIZATION = 30
--- flow/constraint.sdc ---
current_design TxTop

set clk_period 6.7
set clk_io_pct 0.2

create_clock -name clk0 -period $clk_period [get_ports {clk}]

set non_clock_inputs [all_inputs -no_clocks]
set_input_delay [expr $clk_period * $clk_io_pct] -clock clk0 $non_clock_inputs
set_output_delay [expr $clk_period * $clk_io_pct] -clock clk0 [all_outputs]
--- flow/design.v ---
module BaudGenerator (
    input  clk, rst_n,
    output tick
);
    parameter   clkfreq     = 100_000_000,
                altclkfreq  = 1_000_000,
                baud        = 9600,
                accwidth    = 16,
                inc         = 629;    
    bit [6:0] altclkacc;
    wire altclk = altclkacc[6];
    always_ff @(posedge clk or negedge rst_n) begin
        if (~rst_n) altclkacc <= 0;
        else begin
            if (altclkacc == 99) altclkacc <= 0;
            else altclkacc <= altclkacc + 1;
        end
    end
    bit [accwidth-1:0] acc;
    always_ff @(posedge altclk or negedge rst_n) begin
        if (~rst_n) acc <= 0;
        else acc <= acc + inc;
    end
    assign tick = acc[accwidth-1];
endmodule
module Transmitter (
    input  clk, rst_n,
    input  start,
    input  byte data,
    output TxD, busy
);
    wire tick;
    BaudGenerator bg(.clk, .rst_n, .tick);
    typedef enum bit[3:0] {
        Ready  = 4'b0000,
        Start  = 4'b0100,
        Bit0   = 4'b1000,
        Bit1   = 4'b1001,
        Bit2   = 4'b1010,
        Bit3   = 4'b1011,
        Bit4   = 4'b1100,
        Bit5   = 4'b1101,
        Bit6   = 4'b1110,
        Bit7   = 4'b1111,
        Stop0  = 4'b0001,
        Stop1  = 4'b0010
    } state_t;
    state_t state;
    byte data_reg;
    always_ff @(posedge clk or negedge rst_n) begin
        if (~rst_n) TxD <= 1;
        else begin
            if (~state[3]) TxD <= ~state[2];
            else TxD <= data_reg[state[2:0]];
        end
    end
    always_comb busy = (state != Ready);
    always_ff @(posedge tick or negedge rst_n) begin
        if (~rst_n) state <= Ready;
        else case(state)
            Ready:  if(start) begin
                state <= Start;
                data_reg <= data;
            end
            Start:  state <= Bit0;
            Bit0:   state <= Bit1;
            Bit1:   state <= Bit2;
            Bit2:   state <= Bit3;
            Bit3:   state <= Bit4;
            Bit4:   state <= Bit5;
            Bit5:   state <= Bit6;
            Bit6:   state <= Bit7;
            Bit7:   state <= Stop0;
            Stop0:  state <= Stop1;
            Stop1:  state <= Ready;
            default: begin
                state <= Ready;
                data_reg <= data;
            end
        endcase
    end
endmodule
module TxTop (
    input  clk, rst_n,
    input  start,
    output busy,
    output TxD,
    input  int word,
    input  [2:0] bytes
);
    typedef enum bit [4:0] {
        Ready,
        CheckZero,
        RiseStart,
        DropStart,
        WaitTx
    } state_t;
    state_t state;
    always_comb busy = (state != Ready);
    bit  [2:0] bytes_count;
    int  word_reg;
    wire tx_busy, tx_start;
    byte txbyte;
    assign txbyte = word_reg[7:0];
    Transmitter tx(.clk, .rst_n, .start(tx_start), .data(txbyte), .TxD, .busy(tx_busy));
    always_ff @(posedge clk or negedge rst_n) begin
        if (~rst_n) state <= Ready;
        else case(state)
            Ready: if (start) begin
                word_reg <= word;
                bytes_count <= bytes;
                state <= CheckZero;
            end
            CheckZero: begin
                if (bytes_count == 0) state <= Ready;
                else state <= RiseStart;
            end
            RiseStart: begin
                tx_start <= 1;
                state <= DropStart;
            end
            DropStart: if (tx_busy) begin
                tx_start <= 0;
                state <= WaitTx;
            end
            WaitTx: begin
                if (!tx_busy) begin
                    bytes_count <= bytes_count - 1;
                    word_reg <= word_reg >> 8;
                    state <= CheckZero;
                end
            end
            default: state <= Ready;
        endcase
    end
endmodule
==> out/metrics.cfg <==
[floorplanning]
io_pins=40
initial_core_util_pct=31.31
core_um2=10460
rows=37
dieArea_um2=11340
dieHeight_um=106.5
chipWidth_um=106.5

[worst_setup_path]
path_max_fanout=7
critPathBufInv=1
end_kind=output port
cp_top_family=flip-flops
required_ns=5.36
path_cells=or3_1, clkdlybuf4s50_1
worstPathArrival_ns=1.57
cpMaxStageDelayCell=dfrtp_1
crit_path_start_kind=register
slowest_delay_ns=0.45
worst-setup-path-type=reg -> out

[global_routing]
grt_pass1_vias=1898
antenna_found_initial=0
gr-total-overflow=0
grt_usage_pct=9.943
grt_start_max_net_pins=39
grt_pass1_wl_mm=8.769

[detailed_routing]
ant_nets=0
wire_per_inst_um=10.72
first_pass_iters=4
antenna_cells=0
vias=2051
remaining_drc_errors=0
vias_per_cell=4.382
wirelength_mm=5.017
drt_iter0_markers=128

[synthesis]
yosys_area_um2=3276
ys_types=39
yosys.cell_count.top_type=nand2_1
synthArstFlopShare_pct=41.33
netlist_top_cells_count=nand2_1, edfxtp_1, dfrtp_1
yosys_cells=293
syn_area_per_cell_um2=11.18
syn_inst=293
ys_ff=75
edf_count=44
synth_top_cell_by_area=edfxtp_1
ys_warn_count=10
ys_seq_share_pct=64.06
yosys.area.top_type_share_pct=40.34
syn_area_um2=3276
ys.flop_type=edfxtp_1
topCellsByArea=edfxtp_1, dfrtp_1, nand2_1, xnor2_1, and2_1

[outcome]
status=finished clean

[clocking]
cts_tree=yes
h-tree-depth=2
ctsResizeCount=0
clock_path_buffers=2
clockRootBuffer=clkbuf_8
postCtsSetupRepairBufs=0
cts.reportedPaths.clkPinSlew_ns=0.09
cts-buffers-inserted=5
worstSkewPairLatency_ns=0.31
ctsHoldBuffers=0

[sta]
worst_slew_pin_slew_ns=0.8357
tns_ns=0
skew_ns=0.01075
unclocked_pins=28
fin_crit_ns=2.906
hold_violations=0
untimed_endpoints=37
setup_violations=0
final.setup.worst_slack_ns=3.794
finalCritPeriodShare_pct=43.37
rsz0062_at_grt=false
max-slew-margin-rel_pct=44.29
timing.fmax_mhz=344.2
slew_violations=0

[flow_run]
warnings=26
maxCapViolCount=0

[layout]
drive_gt1_share_pct=6.325
final_core_util_pct=37.47
fin_cells=468
syn_to_final_growth_pct=19.67
fillers=1042
largest_register_ffs=32

[placement]
dp.cells=460
dp_slack_ns=3.454
gp_congestion=0.7598
portBuffers=39
hpwlAfterDp_mm=3.530

[power]
ir_drop_v=0.00009250
p_per_area_nw_per_um2=183.3
p_leak_uw=0.001508

[worst_hold_path]
hp-class=reg -> reg

[stage by stage]
step,cell area (um2),hold slack [ns],power [uW]
after global routing,3920,0.5213,762.9
after global placement,3822,0.4710,540.1
final,3920,0.4868,718.5
after floorplan,3276,0.4549,485.1
after CTS,3920,0.4940,732.9
after detailed placement,3822,0.4807,543.4
[final timing paths]
path / from / endpoint / slack (ns) / cells after the start
worst max-delay path: state[2]$_DFFE_PN0P_ / busy / 3.79 / 2
worst min-delay path: tx.bg.altclkacc[0]$_DFF_PN0_ / tx.bg.altclkacc[0]$_DFF_PN0_ / 0.49 / 1
worst max register to register: state[0]$_DFFE_PN0P_ / bytes_count[1]$_DFFE_PP_ / 4.21 / 5
worst min register to register: tx.bg.altclkacc[0]$_DFF_PN0_ / tx.bg.altclkacc[0]$_DFF_PN0_ / 0.49 / 1
max in group asynchronous: rst_n / tx.TxD$_DFF_PN1_ / 4.97 / 2
min in group asynchronous: rst_n / tx.bg.altclkacc[2]$_DFF_PN0_ / 1.42 / 2
[kinds of logic (layout without fill, tap and decap cells)]
family          Yosys count  after routing  synth area share (%)
simple gates            136            136                 18.79
flops                    75             75                 64.06
compound gates           37             37                 6.685
buf+inv                  21             60                 2.712
xor+xnor                 17             17                 4.545
fa+ha+maj                 4              4                 1.528
mux                       3              3                 1.681
[placed cells by master, fill, tap and decap left out, drive strengths merged, types with 2 or more instances in the layout]
cell type      count
nor4               2
xnor2             11
nand2             89
and2              10
inv               12
nor3               4
o21ai             16
edfxtp            44
clkdlybuf4s50     39
mux4               2
a311oi             2
buf                4
nand3b             2
nor2b              2
nand2b             2
ha                 4
dfrtp             30
xor2               6
nand3              7
a21oi             13
a21boi             2
clkbuf             5
nor2              11
[report_power, final]
part	switching, uW	internal (uW)	total [uW]
logic	79.5	64.9	144
clock network	106	78.8	185
registers	17.8	371	389
total	203	515	718
[layer usage]
layer | wire [um] | track usage, % | vias to the layer above
met3 | 279 | 2.064 | 6
met1 | 2373 | 15.73 | 930
li1 | - | - | 1073
met5 | 0 | 0 | -
met4 | 59 | 0.9785 | 0
met2 | 2305 | 15.49 | 42
[final cells by class]
| type | instances | area (um2) | area share [%] |
|---|---|---|---|
| Clock buffer | 5 | 68.82 | 1.756 |
| Clock inverter | 3 | 28.78 | 0.7341 |
| Inverter | 9 | 33.78 | 0.8618 |
| Multi-Input combinational cell | 197 | 1100 | 28.06 |
| Sequential cell | 75 | 2098 | 53.53 |
| Tap cell | 136 | 170.2 | 4.341 |
| Timing Repair Buffer | 43 | 420.4 | 10.72 |
[worst register-to-register path: stages, from the launching register on]
cell and delay (ns):
dfrtp_1 0.44, nor2_1 0.19, and2_1 0.70, nand2_1 0.24
a21oi_4 0.17, buf_4 0.39
No activity file was given, so power comes from the tool's default toggle rates.
